==> design/flow/design.v <==
`timescale 1ns/1ns
module simple_480p (
  input wire logic clk_pix,
  input wire logic rst,
  output     logic [9:0] sx,
  output     logic [9:0] sy,
  output logic display_flip,
  output logic hsync,
  output logic vsync,
  output logic de
);
   localparam HA_END = 639;
   localparam HS_STA = HA_END + 16;
   localparam HS_END = HS_STA + 96;
   localparam LINE = 799;
   localparam VA_END = 479;
   localparam VS_STA = VA_END + 10;
   localparam VS_END = VS_STA + 2;
   localparam SCREEN = 524;
   always_comb begin
      hsync = ~(sx >= HS_STA && sx < HS_END);
      vsync = ~(sy >= VS_STA && sy < VS_END);
      de = (sx <= HA_END && sy <= VA_END);
    end
   always_ff @ (posedge clk_pix) begin
      if (rst) begin
         display_flip <= 0;
      end else begin
         if (sx == LINE && sy == SCREEN) begin
            display_flip <= 1;
         end else begin
            display_flip <= 0;
         end
      end
    end
   always_ff @ (posedge clk_pix) begin
      if (rst) begin
         sx <= 0;
         sy <= 0;
      end else begin
         if (sx == LINE) begin
            sx <= 0;
            sy <= (sy == SCREEN) ? 0 : sy + 1;
         end else begin
            sx <= sx + 1;
         end
      end
    end
endmodule
==> design/flow/run.sh <==
#!/bin/bash
# OpenROAD 26Q1-2900-gdf79404cd8, Yosys 0.63+post, stock flow scripts
make -C /OpenROAD-flow-scripts/flow DESIGN_CONFIG=/design/flow/config.mk WORK_HOME=/design/flow/orfs finish
==> design/flow/config.mk <==
export PLATFORM = sky130hd
export DESIGN_NAME = simple_480p
export DESIGN_NICKNAME = simple_480p
export VERILOG_FILES = /design/flow/design.v
export SDC_FILE = /design/flow/constraint.sdc
export NUM_CORES = 4
export LEC_CHECK = 1
export CORE_AREA = 10 10 83 83
export DIE_AREA = 0 0 93 93
==> design/flow/constraint.sdc <==
current_design simple_480p

set clk_period 3.1
set clk_io_pct 0.2

create_clock -name clk0 -period $clk_period [get_ports {clk_pix}]

set non_clock_inputs [all_inputs -no_clocks]
set_input_delay [expr $clk_period * $clk_io_pct] -clock clk0 $non_clock_inputs
set_output_delay [expr $clk_period * $clk_io_pct] -clock clk0 [all_outputs]
==> impl_metrics.env <==
# flow metrics
export IMPL_status="finished clean"
export IMPL_utilization_pct=28.2
export IMPL_grt_overflow_total=0
export IMPL_cp_max_fo=5
export IMPL_rsz0062_at_grt="false"
export IMPL_wl_um=2450
export IMPL_drt_iter0_drc=42
export IMPL_chip_area_um2=8650
export IMPL_ctsResizeCount=0
export IMPL_finish_instance_area_um2=1450
export IMPL_vias=903
export IMPL_firstDrtPassIters=4
export IMPL_pwr_share_comb_pct=4.1
export IMPL_slowest_stage="clkdlybuf4s50_1"
export IMPL_peakVddDrop_uv=195
export IMPL_grt_pass1_wl_um=4170
export IMPL_tns_ps=0
export IMPL_setup_violations=0
export IMPL_p_int_uw=375
export IMPL_yosysUniqueCellTypes=35
export IMPL_post_cts_buffers=0
export IMPL_cts_root_buffer="clkbuf_8"
export IMPL_htree_levels=1
export IMPL_clk_latency_ps=260
export IMPL_stage_log_warnings=27
export IMPL_fillers=588
export IMPL_drc_errors=0
export IMPL_initial_utilization_pct=21.2
export IMPL_ctsHoldBuffers=0
export IMPL_synth_flops=21
export IMPL_cts_inserted_buffers=3
export IMPL_drive_gt1_share_pct=8.90
export IMPL_clk_pin_slew_worst_paths_ps=70
export IMPL_synth_seq_share_pct=38.7
export IMPL_ant_nets=0
export IMPL_timing_critical_path_required_ps=2480
export IMPL_yosys_stat_cells=119
export IMPL_p_leak_uw=0.000473
export IMPL_clock_power_share_pct=37.2
export IMPL_clk_path_buf_depth=2
export IMPL_switchingPower_uw=96.5
export IMPL_cts_sinks=21
export IMPL_crit_type="flip-flop to output pin"
export IMPL_synth_area_um2=1090
export IMPL_slew_headroom_pct=79.5
export IMPL_hp_class="flip-flop to flip-flop"
export IMPL_swShare_pct=20.5
export IMPL_dpl_cell_area_um2=1410
export IMPL_grt_max_degree=12
export IMPL_cp_cell_sequence="ha_1 -> a31oi_1 -> mux2i_1 -> or3_1 -> clkdlybuf4s50_1"
export IMPL_cp_buffers_inverters=1
export IMPL_gp_congestion=0.814
export IMPL_num_rows=26
export IMPL_hold_viol=0
export IMPL_max_freq_mhz=387
export IMPL_worstSetupEndpointType="output pin"
export IMPL_maxSlewViolCount=0
export IMPL_dp_hpwl_um=1920
export IMPL_syn2layout_area_growth_pct=33.5
export IMPL_pwr_share_seq_pct=58.7
export IMPL_yosysChipArea_um2=1090
export IMPL_crit_arrival_ps=1960
export IMPL_grt_pass1_vias=865
export IMPL_portBuffers=25
export IMPL_synthCells=119
export IMPL_p_per_area_nw_per_um2=325
export IMPL_critPathLaunchType="flip-flop"
export IMPL_synthesis_area_per_instance_um2=9.14
export IMPL_final_min_clock_period_ps=2580
export IMPL_dieHeight_um=93
export IMPL_wl_per_cell_um=11.4
export IMPL_antenna_found_initial=0
export IMPL_vias_per_cell=4.18
export IMPL_io_pins=26
export IMPL_tightestPinTransition_ps=305
export IMPL_core_area_um2=5140
export IMPL_fin_skew_ps=2.57
export IMPL_period_used_pct=83.3
export IMPL_yosys_warnings=1
export IMPL_cts_tree="yes"
export IMPL_maxCapViolations=0
export IMPL_antenna_cells=0
export IMPL_critical_path_top_delay_family="buffers and inverters"
export IMPL_grt_usage_pct=5.78
export IMPL_chipWidth_um=93
export IMPL_critPathMaxStageDelay_ps=420
==> registers in the layout, summed over array words and instances, names as in the netlist <==
register	count
display_flip	1
sx	10
sy	10
==> power by group through the flow <==
| stage | clock network (uW) | logic (uW) | registers [uW] |
|---|---|---|---|
| after global routing | 198 | 23.3 | 277 |
| final | 175 | 19.5 | 277 |
| after CTS | 186 | 20.0 | 277 |
==> metrics by stage <==
step / cells / hold slack (ps) / power (uW) / setup WS [ps]
after floorplan: 119 / 418 / 292 / 1300
after global placement: 212 / 445 / 303 / 800
after detailed placement: 212 / 456 / 303 / 802
after CTS: 216 / 477 / 482 / 488
after global routing: 216 / 511 / 499 / 365
final: 216 / 470 / 472 / 516
==> layout make-up <==
class | count | area [um2] | share of cell area [%]
Clock buffer | 4 | 45.0 | 3.10
Inverter | 5 | 18.8 | 1.29
Multi-Input combinational cell | 91 | 629 | 43.4
Sequential cell | 21 | 420 | 29.0
Tap cell | 70 | 87.6 | 6.03
Timing Repair Buffer | 25 | 250 | 17.2
==> per-layer routing <==
| layer | wire length, um | share of wire, % | track usage, % | vias to the layer above |
|---|---|---|---|---|
| li1 | - | - | - | 477 |
| met1 | 1220 | 50 | 7.79 | 397 |
| met2 | 899 | 37 | 8.06 | 27 |
| met3 | 319 | 13 | 3.47 | 2 |
| met4 | 16 | 0.65 | 0.514 | 0 |
| met5 | 0 | 0 | 0 | - |
==> Yosys cell counts <==
| cell type | number | share of area [%] |
|---|---|---|
| dfxtp_1 | 21 | 39 |
| nor2_1 | 16 | 5.5 |
| nand2_1 | 8 | 2.8 |
| xnor2_1 | 7 | 5.6 |
| or3_1 | 6 | 3.5 |
| xor2_1 | 6 | 4.8 |
| inv_1 | 5 | 1.7 |
| nand3_1 | 5 | 2.3 |
| nor3_1 | 5 | 2.3 |
| ha_1 | 4 | 4.6 |
| nand4_1 | 4 | 2.3 |
| o21ai_0 | 4 | 1.8 |
| a21oi_1 | 3 | 1.4 |
| a21oi_2 | 2 | 1.6 |
| nor4_1 | 2 | 1.2 |
| or4_4 | 2 | 2.1 |
| a31oi_1 | 1 | 0.58 |
| and2_1 | 1 | 0.58 |
| and3_1 | 1 | 0.58 |
| and4_1 | 1 | 0.81 |
| buf_4 | 1 | 0.69 |
| buf_6 | 1 | 1.0 |
| mux2i_1 | 1 | 0.92 |
| nand2b_1 | 1 | 0.58 |
| nand3b_2 | 1 | 1.0 |
| nand4_4 | 1 | 2.0 |
| nand4bb_1 | 1 | 1.0 |
| nand4bb_2 | 1 | 1.5 |
| nor4b_1 | 1 | 0.81 |
| o2111ai_1 | 1 | 0.81 |
| o21a_1 | 1 | 0.69 |
| o21bai_4 | 1 | 1.7 |
| or2_4 | 1 | 0.81 |
| or3_4 | 1 | 1.0 |
| or4_1 | 1 | 0.69 |
==> layout by cell type, fill, tap and decap left out, drive strengths merged, types with 2 or more instances in the layout <==
cell type      Yosys  layout
inv                5       5
nand3              5       5
or3                7       7
clkbuf             0       4
nand4bb            2       2
dfxtp             21      21
a21oi              5       5
xor2               6       6
nor4               2       2
ha                 4       4
nor3               5       5
or4                3       3
nor2              16      16
o21ai              4       4
xnor2              7       7
nand2              8       8
clkdlybuf4s50      0      25
nand4              5       5
==> final timing paths <==
kind,startpoint,to,slack (ps),cells past startpoint
max reg2reg,sx[0],sy[9],1130,5
min reg2reg,sx[0],sx[0],470,1
max,sx[0],hsync,520,5
min,sx[0],sx[0],470,1
==> kinds of logic after synthesis <==
kind of cell / count (synthesis) / share of synthesized area [%]
buf+inv: 7 / 3.45
xor+xnor: 13 / 10.5
simple gates: 60 / 33.3
mux: 1 / 0.921
compound gates: 13 / 8.63
fa+ha+maj: 4 / 4.60
flops: 21 / 38.7
Power figures rest on the tool's default switching activity, not on a simulated workload.
